<file path="flow/run.sh">
#!/bin/bash
# OpenROAD 26Q1-2900-gdf79404cd8, Yosys 0.63+post, stock flow scripts
make -C /OpenROAD-flow-scripts/flow DESIGN_CONFIG=/design/flow/config.mk WORK_HOME=/design/flow/orfs finish
</file>
<file path="flow/config.mk">
export PLATFORM = sky130hd
export DESIGN_NAME = axi_slave
export DESIGN_NICKNAME = axi_slave
export VERILOG_FILES = /design/flow/design.v
export SDC_FILE = /design/flow/constraint.sdc
export NUM_CORES = 4
export LEC_CHECK = 1
export CORE_AREA = 10 10 220 220
export DIE_AREA = 0 0 230 230
</file>
<file path="flow/constraint.sdc">
current_design axi_slave

set clk_period 4.7
set clk_io_pct 0.2

create_clock -name clk0 -period $clk_period [get_ports {axi_clk_i}]

set non_clock_inputs [all_inputs -no_clocks]
set_input_delay [expr $clk_period * $clk_io_pct] -clock clk0 $non_clock_inputs
set_output_delay [expr $clk_period * $clk_io_pct] -clock clk0 [all_outputs]
</file>
<file path="flow/design.v">
module axi_slave 
#(
parameter           AXI_DW         =  64           ,  
parameter           AXI_AW         =  32           ,  
parameter           AXI_IW         =   8           ,  
parameter           AXI_SW         = AXI_DW >> 3      
)
(
   input                     axi_clk_i      ,   
   input                     axi_rstn_i     ,   
   input      [ AXI_IW-1: 0] axi_awid_i     ,   
   input      [ AXI_AW-1: 0] axi_awaddr_i   ,   
   input      [      4-1: 0] axi_awlen_i    ,   
   input      [      3-1: 0] axi_awsize_i   ,   
   input      [      2-1: 0] axi_awburst_i  ,   
   input                     axi_awvalid_i  ,   
   output                    axi_awready_o  ,   
   input      [ AXI_IW-1: 0] axi_wid_i      ,   
   input      [ AXI_DW-1: 0] axi_wdata_i    ,   
   input      [ AXI_SW-1: 0] axi_wstrb_i    ,   
   input                     axi_wlast_i    ,   
   input                     axi_wvalid_i   ,   
   output                    axi_wready_o   ,   
   output     [ AXI_IW-1: 0] axi_bid_o      ,   
   output reg [      2-1: 0] axi_bresp_o    ,   
   output reg                axi_bvalid_o   ,   
   input                     axi_bready_i   ,   
   input      [ AXI_IW-1: 0] axi_arid_i     ,   
   input      [ AXI_AW-1: 0] axi_araddr_i   ,   
   input      [      4-1: 0] axi_arlen_i    ,   
   input      [      3-1: 0] axi_arsize_i   ,   
   input      [      2-1: 0] axi_arburst_i  ,   
   input                     axi_arvalid_i  ,   
   output                    axi_arready_o  ,   
   output     [ AXI_IW-1: 0] axi_rid_o      ,   
   output reg [ AXI_DW-1: 0] axi_rdata_o    ,   
   output reg [      2-1: 0] axi_rresp_o    ,   
   output reg                axi_rlast_o    ,   
   output reg                axi_rvalid_o   ,   
   input                     axi_rready_i   ,  
   output     [ AXI_AW-1: 0] sys_addr_o     ,   
   output     [ AXI_DW-1: 0] sys_wdata_o    ,   
   output reg [ AXI_SW-1: 0] sys_sel_o      ,   
   output reg                sys_wen_o      ,   
   output reg                sys_ren_o      ,   
   input      [ AXI_DW-1: 0] sys_rdata_i    ,   
   input                     sys_err_i      ,   
   input                     sys_ack_i          
);
wire                 ack         ;
reg   [      6-1: 0] ack_cnt     ;
reg                  rd_do       ;
reg   [ AXI_IW-1: 0] rd_arid     ;
reg   [ AXI_AW-1: 0] rd_araddr   ;
reg                  rd_error    ;
wire                 rd_errorw   ;
reg                  wr_do       ;
reg   [ AXI_IW-1: 0] wr_awid     ;
reg   [ AXI_AW-1: 0] wr_awaddr   ;
reg   [ AXI_IW-1: 0] wr_wid      ;
reg   [ AXI_DW-1: 0] wr_wdata    ;
reg                  wr_error    ;
wire                 wr_errorw   ;
assign wr_errorw = (axi_awlen_i != 4'h0) || (axi_awsize_i != 3'b010);  
assign rd_errorw = (axi_arlen_i != 4'h0) || (axi_arsize_i != 3'b010);  
always @(posedge axi_clk_i) begin
   if (axi_rstn_i == 1'b0) begin
      rd_do    <= 1'b0 ;
      rd_error <= 1'b0 ;
   end
   else begin
      if (axi_arvalid_i && !rd_do && !axi_awvalid_i && !wr_do)  
         rd_do  <= 1'b1 ;
      else if (axi_rready_i && rd_do && ack)
         rd_do  <= 1'b0 ;
      if (axi_arvalid_i && axi_arready_o) begin  
         rd_arid   <= axi_arid_i   ;
         rd_araddr <= axi_araddr_i ;
         rd_error  <= rd_errorw    ;
      end
   end
end
always @(posedge axi_clk_i) begin
   if (axi_rstn_i == 1'b0) begin
      wr_do    <= 1'b0 ;
      wr_error <= 1'b0 ;
   end
   else begin
      if (axi_awvalid_i && !wr_do && !rd_do)  
         wr_do  <= 1'b1 ;
      else if (axi_bready_i && wr_do && ack)
         wr_do  <= 1'b0 ;
      if (axi_awvalid_i && axi_awready_o) begin  
         wr_awid   <= axi_awid_i   ;
         wr_awaddr <= axi_awaddr_i ;
         wr_error  <= wr_errorw    ;
      end
      if (axi_wvalid_i && wr_do) begin  
         wr_wid    <= axi_wid_i    ;
         wr_wdata  <= axi_wdata_i  ;
      end
   end
end
assign axi_awready_o = !wr_do && !rd_do                      ;
assign axi_wready_o  = (wr_do && axi_wvalid_i) || (wr_errorw && axi_wvalid_i)    ;
assign axi_bid_o     = wr_awid                               ;
assign axi_arready_o = !rd_do && !wr_do && !axi_awvalid_i     ;
assign axi_rid_o     = rd_arid                                ;
always @(posedge axi_clk_i) begin
   if (axi_rstn_i == 1'b0) begin
      axi_bvalid_o  <= 1'b0 ;
      axi_bresp_o   <= 2'h0 ;
      axi_rlast_o   <= 1'b0 ;
      axi_rvalid_o  <= 1'b0 ;
      axi_rresp_o   <= 2'h0 ;
   end
   else begin
      axi_bvalid_o  <= wr_do && ack  ;
      axi_bresp_o   <= {(wr_error || ack_cnt[5]),1'b0} ;   
      axi_rlast_o   <= rd_do && ack  ;
      axi_rvalid_o  <= rd_do && ack  ;
      axi_rresp_o   <= {(rd_error || ack_cnt[5]),1'b0} ;   
      axi_rdata_o   <= sys_rdata_i   ;
   end
end
always @(posedge axi_clk_i) begin
   if (axi_rstn_i == 1'b0) begin
      ack_cnt   <= 6'h0 ;
   end
   else begin
      if ((axi_arvalid_i && axi_arready_o) || (axi_awvalid_i && axi_awready_o))   
         ack_cnt <= 6'h1 ;
      else if (ack)
         ack_cnt <= 6'h0 ;
      else if (|ack_cnt)
         ack_cnt <= ack_cnt + 6'h1 ;
   end
end
assign ack = sys_ack_i || ack_cnt[5] || (rd_do && rd_errorw) || (wr_do && wr_errorw);  
always @(posedge axi_clk_i) begin
   if (axi_rstn_i == 1'b0) begin
      sys_wen_o  <= 1'b0 ;
      sys_ren_o  <= 1'b0 ;
      sys_sel_o  <= {AXI_SW{1'b0}} ;
   end
   else begin
      sys_wen_o  <= wr_do && axi_wvalid_i && !wr_errorw ;
      sys_ren_o  <= axi_arvalid_i && axi_arready_o && !rd_errorw ;
      sys_sel_o  <= {AXI_SW{1'b1}} ;
   end
end
assign sys_addr_o  = rd_do ? rd_araddr : wr_awaddr  ;
assign sys_wdata_o = wr_wdata                       ;
endmodule
</file>
==> flow_summary.yaml <==
# flow metrics
run_status:
  status: "finished, final reports clean"
timing:
  max_freq_ghz: 0.2415
  tightest_slew_ns: 0.9317
  drv_slew: 0
  skew_ns: 0.01716
  setup_violations: 0
  tns_ns: 0
  max_slew_margin_pct: 37.07
  period_used_pct: 88.12
  hold_violations: 0
  rsz0062_at_grt: "false"
  period_minus_slack_ns: 4.141
power_and_ir_drop:
  power_density_mw_per_mm2: 364.4
  p_leak_nw: 4.464
  peakVddDrop_v: 0.0002196
floorplanning:
  die_w_um: 230
  die_h_um: 230
  rows: 76
  core_area_mm2: 0.04336
  floorplan.core_util_pct: 17.17
  die-area_mm2: 0.05290
  ioPinCount: 448
cts:
  clk_latency_ns: 0.55
  cts_hold_buf: 0
  cts_root_buf: "clkbuf_16"
  cts_resized: 0
  tritoncts: "done"
  path_clk_slew_ns: 0.06
  cts_buffers: 26
  htree_levels: 1
  post_cts_buffers: 0
  cts.path.max_buffers: 3
  clock-sinks: 225
grt:
  grt_pass1_vias: 5290
  antenna_found_initial: 2
  grt_util_all_layers_pct: 10.03
  grt_overflow: 0
  grt_first_pass_wirelength_um: 38060
  grt_max_degree: 66
drt:
  drt-initial-drc-count: 228
  postRouteAntennaNets: 0
  via_per_inst: 3.493
  drc_errors: 0
  firstDrtPassIters: 4
  route.final.wire_length_um: 26860
  vias: 4862
  wl_per_cell_um: 19.29
synthesis:
  synthMuxAreaShare_pct: 5.108
  async_reset_ff_share_pct: 0
  synth_adder_area_share_pct: 0.3361
  synthTopLogicFamily: "multiplexers"
  enable_flop_cells: 208
  simple_gate_share_pct: 3.159
  synthTopCellsByArea: "edfxtp_1, mux2_2, dfxtp_1, buf_4, nor2_1"
  yosysUniqueCellTypes: 34
  ys_ff: 225
  xor_area_share_pct: 0.5881
  syn_avg_cell_area_um2: 21.90
  ys_dominant_reg_cell: "edfxtp_1"
  top_cell: "edfxtp_1"
  ys_seq_share_pct: 88.46
  syn-cell-area_mm2: 0.007446
  netlist_instances: 340
  synthAoiAreaFrac_pct: 0.7898
  synth_area_leader_cell: "edfxtp_1"
  yosys_area_mm2: 0.007446
  post-synth-top-area-fraction_pct: 83.89
  ys.warnings.count: 1
  ys_cells: 340
  synthTopCellsByCount: "edfxtp_1, mux2_2, dfxtp_1, nor2_1, buf_4"
placed_design:
  placed_area_mm2: 0.01239
  place_congestion: 0.8517
  hpwl_um: 21390
  numPortBuffers: 423
worst_setup_path:
  critPathMaxFanout: 2
  critPathArrivalTime_ns: 3.20
  cp-end-kind: "output pin"
  critical_path_class: "in -> out"
  critical_path_required_ns: 3.76
  startpoint_type: "input port"
run:
  tool_warnings: 48
  drv_cap: 0
layout:
  num-fill-cells: 4272
  finalInstanceArea_mm2: 0.01326
  layout-drive-gt1-share_pct: 10.42
  logic_area_um2: 758.2
  seq_area_mm2: 0.006588
  syn2layout_area_growth_pct: 78.07
min_path:
  hp-class: "reg -> reg"
-- per-stage QoR --
step	power, mW	hold slack (ns)	util (%)	setup WS [ns]	std cells
after detailed placement	2.827	0.4701	28.57	0.5333	1343
after CTS	4.932	0.4766	30.57	0.5211	1391
final	4.831	0.4800	30.58	0.5585	1392
after global routing	5.031	0.5360	30.57	0.4856	1391
after floorplan	2.405	0.4351	-	1.520	341
after global placement	2.824	0.4696	28.57	0.5030	1343
-- cells by family after synthesis --
logic type / after synthesis
DFF: 225
adders and majority gates: 2
muxes: 34
and+or+nand+nor: 44
xor gates and xnor gates: 5
other: 1
AOI/OAI and AO/OA: 9
buffers and inverters: 20
-- flip-flops by register name, indices dropped and copies added, names as in the netlist, 6 cells and up --
signal       count
rd_arid          8
axi_rdata_o     64
rd_araddr       32
ack_cnt          6
wr_awid          8
wr_wdata        64
wr_awaddr       32
-- worst max-delay path, stage by stage --
cell	delay, ns
clkdlybuf4s50_1	0.44
or4b_1	0.73
or4_1	0.50
o21a_1	0.20
clkdlybuf4s50_1	0.40
-- worst paths after layout --
check / cells after the start / slack [ns] / to / startpoint
setup / recovery: 5 / 0.56 / axi_wready_o / axi_awlen_i[2]
hold / removal: 2 / 0.48 / axi_bresp_o[1] / wr_error
setup reg to reg: 5 / 2.46 / rd_araddr[16] / wr_do
hold reg to reg: 2 / 0.48 / axi_bresp_o[1] / wr_error
-- layout make-up --
type                    instances  area share [%]
multi-input cells              96           5.719
inverters                       6          0.1699
flip-flops and latches        225           49.68
clock buffers                  30           5.020
clock inverters                18           1.519
well taps                     585           5.520
repair buffers                431           32.35
diodes                          1         0.01887
-- layout by cell type (no fill, tap or decap), types with 2 or more instances in the layout --
cell type	instances
ha_1	2
nand3_1	5
xor2_1	2
mux2_2	32
clkinv_2	2
clkbuf_1	4
bufinv_16	4
dfxtp_1	16
nor3_1	4
and3_1	2
and2_1	3
buf_4	8
clkbuf_16	26
clkinv_1	8
nand2_1	4
xnor2_1	3
inv_1	4
mux2i_1	2
a21oi_1	3
clkdlybuf4s50_1	422
o41ai_1	2
edfxtp_1	208
conb_1	2
inv_6	2
inv_2	2
nor2_1	15
-- layer usage --
metal | share of wire [%] | GRT usage (%)
met3 | 17 | 6.855
met4 | 1.9 | 1.788
met1 | 36 | 11.52
met5 | 0.041 | 0
met2 | 46 | 15.48
-- power by group --
group / total, mW / switching, mW / internal (mW)
clock network: 2.06 / 0.822 / 1.24
logic: 0.455 / 0.123 / 0.332
registers: 2.32 / 0.0295 / 2.29
No activity file was given, so power comes from the tool's default toggle rates.
